## flow/design.v

```verilog
package Opcodes;
	parameter RR = 6'b00_0000;
	parameter LW = 6'b10_0011;
	parameter SW = 6'b10_1011;
	parameter BEQ = 6'b00_0100;
	parameter J  = 6'b00_0010;
	parameter ADDI  = 6'b00_1000;
	parameter ADDIU = 6'b00_1001;
	parameter ANDI  = 6'b00_1100;
	parameter ORI   = 6'b00_1101;
	parameter XORI  = 6'b00_1110;
	parameter LUI   = 6'b00_1111;
	parameter SLTI  = 6'b00_1010;
	parameter SLTIU  =6'b00_1011;
	parameter BNE   = 6'b00_0101;
	parameter BGELTZ  = 6'b00_0001;	 
	parameter BLEZ  = 6'b00_0110;
	parameter BGTZ  = 6'b00_0111;
	parameter JAL   = 6'b00_0011;
	parameter JALR_funct = 6'b00_1001;
	parameter JR_funct = 6'b00_1000;
	parameter MUL = 6'b01_1100;
endpackage
package ALUops;
	typedef enum logic [3:0] {
		ALUop_ADD, ALUop_SUB,
		ALUop_ADDU, 
		ALUop_AND, ALUop_OR,
		ALUop_XOR, ALUop_RR,
		ALUop_SLT, ALUop_SLTU
	} ALUop_t;
endpackage
package SinglecycCtrl;
	typedef enum logic { SrcbRt, SrcbImm } alu_srcb_sel_t;
	typedef enum logic { WrRt, WrRd } wreg_dst_sel_t;
	typedef enum logic { ALUout, MemData } wreg_data_sel_t;
endpackage
package MultcycCtrl;
	typedef enum logic {AddrPC, AddrALUout} mem_addr_sel_t;
	typedef enum logic {SrcaPC, SrcaRs} alu_srca_sel_t;
	typedef enum logic [2:0] {
		SrcbRt, Four, SrcbImm, BeqImm, Zero
	} alu_srcb_sel_t;
	typedef enum logic [1:0] {
		WrRt, WrRd, WrRa
	} wreg_dst_sel_t;
	typedef enum logic [1:0] {
		ALUout, MemData, LuiResult, PCPlus4_j
	} wreg_data_sel_t;
	typedef enum logic [1:0] { 
		PCPlus4, PCBranch, PCJmp, PCRs
	} nxt_pc_sel;
	typedef enum logic [4:0] {
		Fetch, Decode, MemAddr, MemRd, 
		MemWrbck, MemWr, RRExec, RRWrbck, 
		Branch, Jmp, RIExec, RIWrbck, 
		Lui, Jal, Jalr, Jr
	} state_type;	
endpackage
package PipelineHazardCtrl;
	typedef enum logic [1:0] { 
		RsExe, ALUoutDm_a, WrbckData_a
	 } forward_srca_sel_exe_t;
	typedef enum logic [1:0] { 
		RtExe, ALUoutDm_b, WrbckData_b
	 } forward_srcb_sel_exe_t;
endpackage
module reg_reset (
	input logic clk, reset,
	input logic [31:0] d,
	output logic [31:0] q
);
	always_ff @(posedge clk) begin 
		if (reset) q <= 32'h00000000;
		else 	   q <= d;
	end
endmodule
```

## flow/run.sh

```bash
#!/bin/bash
# OpenROAD 26Q1-2900-gdf79404cd8, Yosys 0.63+post, stock flow scripts
make -C /OpenROAD-flow-scripts/flow DESIGN_CONFIG=/design/flow/config.mk WORK_HOME=/design/flow/orfs finish
```

## flow/config.mk

```make
export PLATFORM = sky130hd
export DESIGN_NAME = reg_reset
export DESIGN_NICKNAME = reg_reset
export VERILOG_FILES = /design/flow/design.v
export SDC_FILE = /design/flow/constraint.sdc
export NUM_CORES = 4
export LEC_CHECK = 1
export CORE_AREA = 10 10 82 82
export DIE_AREA = 0 0 92 92
```

## flow/constraint.sdc

```tcl
current_design reg_reset

set clk_period 1.0
set clk_io_pct 0.2

create_clock -name clk0 -period $clk_period [get_ports {clk}]

set non_clock_inputs [all_inputs -no_clocks]
set_input_delay [expr $clk_period * $clk_io_pct] -clock clk0 $non_clock_inputs
set_output_delay [expr $clk_period * $clk_io_pct] -clock clk0 [all_outputs]
```

==> Changelog: implementation <==
### Changed

* Total global-route track usage at 5.692%
* NetSw at 508.3 µW
* # rows at 26
* GR Overflow Total at 0
* Post-layout period usage at 95.64%
* Count of clock tree sinks at 32
* First-pass GRT wire length at 3.864 mm
* Commonest Layout Cell: clkdlybuf4s50_1
* Worst setup EP type: primary output
* Max Cap Violations at 0
* WS Path Type: reg2out
* Initial antenna violation count at 0
* Post-synth cell types at 3
* Top cell area share at 74.20%
* Fin. Hold Viols at 0
* Post-CTS setup buffer count at 0
* Critical Path Fanout Max at 1
* Utilization after layout at 32.47%
* Critical Path Start Type: register
* Pre-Place Util at 17.01%
* Mux contribution to synthesized area at 0%
* Worst-margin pin slew at 0.1409 ns
* Syn Area/Cell at 12.89 µm²
* Chip area line of the yosys report at 863.3 µm²
* Area delta synth->final at 90.87%
* Logic family by area: simple AND/OR/NAND/NOR gates
* Worst path top cell family by delay: flip-flops
* # Cells Yosys at 67
* Synth Register Bits at 32
* CTS root buffer: clkbuf_8
* Maximum vdd drop at 567.5 µV
* WL final at 2.383 mm
* GPL Wtd Cong at 0.6568
* Port Buf Inserts at 65
* Count of tool warnings at 25
* Max reg flops at 32
* Pin count of the biggest net entering global routing at 33
* Tmin final at 0.9564 ns
* Simple Share, Synth at 23.19%
* Sw Ratio at 19.32%
* Clock transition at path regs at 0.06 ns
* Post-DRT Antenna Nets at 0
* Cell total after placement at 200
* Ao+oa area frac at 0%
* XOR/XNOR Fraction of Synth Area at 0%
* Register share of total power at 51.9%
* Remaining DRCs at 0
* CTS tree: built
* CP max stage delay at 0.31 ns
* Io pins at 66
* CP required at 0.80 ns
* Hold WC Path Type: in2reg
* Clock buffer count from CTS at 5
* Fin cells at 208
* Synthesized cell area at 863.3 µm²
* Power share of the combinational group at 10.2%
* Synth warnings at 1
* PwrDens at 1597 nW/µm²
* H-tree depth at 2
* Die Ht at 92 µm
* Status: completed
* Most frequent logic cells in the routed design: clkdlybuf4s50_1, nor2b_1, clkdlybuf4s15_1
* Die ar. at 8464 µm²
* CP max-delay cell: dfxtp_2
* Clk pwr share at 37.9%
* Adder Share, Synth at 0%
* Post-synth seq share at 74.20%
* Core Area at 5075 µm²
* Synth Instances at 67
* Data arrival, critical path at 0.76 ns
* Via count at 662
* Final setup viols at 0
* CP bufs+invs at 1
* Clk buf depth at 2
* Via density at 3.183
* Leakage at 0.0006686 µW
* Fmax achieved at 1046 MHz
* Crit-path cells: clkdlybuf4s15_1
* Biggest register: q
* Leading area contributor after synthesis: dfxtp_1
* Number of inserted diodes at 0
* Drt first pass iters at 2
* Hold buffers post-CTS at 0
* Die width at 92 µm
* WL/cell at 11.46 µm
* Initial DRC Count at 23
* Filler cells at 531
* Top area cell types: dfxtp_1, nor2b_1, buf_4
* Vias in the first global route at 728
* Internal at 2123 µW
* Biggest regs: q x32
* Rel. slew slack at 90.61%
* RSZ-0062 raised after global routing: no
* Share of cells above drive strength 1 at 24.64%
* Slew Viols, Final at 0
-- path summary, 6_finish.rpt --
kind                  slack, ns               end  depth (start not counted)        startpoint
worst max-delay path       0.04             q[13]                          1  q[13]$_SDFF_PP0_
worst min-delay path       0.47  q[18]$_SDFF_PP0_                          2             d[18]
-- power groups by stage --
| stage | registers [µW] | clock network, µW | logic [µW] |
|---|---|---|---|
| global route | 1370 | 1120 | 299 |
| finish | 1370 | 997 | 269 |
| CTS | 1360 | 1040 | 291 |
-- cell type report --
| type | count | area, µm² | share of cell area [%] |
|---|---|---|---|
| Clock buffer | 8 | 90.09 | 5.467 |
| Multi-Input combinational cell | 32 | 200.2 | 12.15 |
| Sequential cell | 32 | 659.4 | 40.02 |
| Tap cell | 70 | 87.58 | 5.315 |
| Timing Repair Buffer | 66 | 610.6 | 37.05 |
-- cells in the mapped netlist --
cell type,n
dfxtp_1,32
nor2b_1,32
buf_4,3
-- repair_timing --
action | in CTS | in global routing
gates cloned | 0 | 0
gates resized | 64 | 27
endpoints found under the setup margin | 32 | 19
-- per-layer routing --
layer | part of all wire [%] | global-route usage [%] | up-vias
met2 | 39 | 8.000 | 46
met1 | 43 | 6.752 | 275
met5 | 0 | 0 | -
li1 | - | - | 338
met4 | 1.2 | 0.7712 | 0
met3 | 16 | 4.695 | 3
-- kinds of logic (layout without fill, tap and decap cells) --
kind of cell           count (synthesis)  count (layout)
and+or+nand+nor                       32              32
DFF                                   32              32
buffers and inverters                  3              74
-- through the flow --
step | total power (µW) | instance area (µm²) | worst slack [ns] | TNS (ns) | hold WS (ns)
after floorplan | 1430 | 863.3 | 0.5089 | 0 | 0.2716
after global routing | 2788 | 1648 | 0.0009706 | 0 | 0.4524
after detailed placement | 1708 | 1599 | -0.09661 | -2.881 | 0.7621
after global placement | 1705 | 1599 | -0.08672 | -2.585 | 0.7595
after CTS | 2696 | 1689 | 0.007860 | 0 | 0.4607
final | 2631 | 1648 | 0.04365 | 0 | 0.4669
Power and IR drop assume default switching activity.
