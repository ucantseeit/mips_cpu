File: config.mk
export PLATFORM = sky130hd
export DESIGN_NAME = alu
export DESIGN_NICKNAME = alu
export VERILOG_FILES = /design/flow/design.v
export SDC_FILE = /design/flow/constraint.sdc
export NUM_CORES = 4
export LEC_CHECK = 1
export CORE_UTILIZATION = 30
File: constraint.sdc
current_design alu

set clk_period 22.2
set clk_io_pct 0.2

create_clock -name clk0 -period $clk_period

set non_clock_inputs [all_inputs -no_clocks]
set_input_delay [expr $clk_period * $clk_io_pct] -clock clk0 $non_clock_inputs
set_output_delay [expr $clk_period * $clk_io_pct] -clock clk0 [all_outputs]
File: design.v
package Opcodes;
	parameter RR = 6'b00_0000;
	parameter LW = 6'b10_0011;
	parameter SW = 6'b10_1011;
	parameter BEQ = 6'b00_0100;
	parameter J  = 6'b00_0010;
	parameter ADDI  = 6'b00_1000;
	parameter ADDIU = 6'b00_1001;
	parameter ANDI  = 6'b00_1100;
	parameter ORI   = 6'b00_1101;
	parameter XORI  = 6'b00_1110;
	parameter LUI   = 6'b00_1111;
	parameter SLTI  = 6'b00_1010;
	parameter SLTIU  =6'b00_1011;
	parameter BNE   = 6'b00_0101;
	parameter BGELTZ  = 6'b00_0001;	 
	parameter BLEZ  = 6'b00_0110;
	parameter BGTZ  = 6'b00_0111;
	parameter JAL   = 6'b00_0011;
	parameter JALR_funct = 6'b00_1001;
	parameter JR_funct = 6'b00_1000;
	parameter MUL = 6'b01_1100;
endpackage
package ALUops;
	typedef enum logic [3:0] {
		ALUop_ADD, ALUop_SUB,
		ALUop_ADDU, 
		ALUop_AND, ALUop_OR,
		ALUop_XOR, ALUop_RR,
		ALUop_SLT, ALUop_SLTU
	} ALUop_t;
endpackage
package SinglecycCtrl;
	typedef enum logic { SrcbRt, SrcbImm } alu_srcb_sel_t;
	typedef enum logic { WrRt, WrRd } wreg_dst_sel_t;
	typedef enum logic { ALUout, MemData } wreg_data_sel_t;
endpackage
package MultcycCtrl;
	typedef enum logic {AddrPC, AddrALUout} mem_addr_sel_t;
	typedef enum logic {SrcaPC, SrcaRs} alu_srca_sel_t;
	typedef enum logic [2:0] {
		SrcbRt, Four, SrcbImm, BeqImm, Zero
	} alu_srcb_sel_t;
	typedef enum logic [1:0] {
		WrRt, WrRd, WrRa
	} wreg_dst_sel_t;
	typedef enum logic [1:0] {
		ALUout, MemData, LuiResult, PCPlus4_j
	} wreg_data_sel_t;
	typedef enum logic [1:0] { 
		PCPlus4, PCBranch, PCJmp, PCRs
	} nxt_pc_sel;
	typedef enum logic [4:0] {
		Fetch, Decode, MemAddr, MemRd, 
		MemWrbck, MemWr, RRExec, RRWrbck, 
		Branch, Jmp, RIExec, RIWrbck, 
		Lui, Jal, Jalr, Jr
	} state_type;	
endpackage
package PipelineHazardCtrl;
	typedef enum logic [1:0] { 
		RsExe, ALUoutDm_a, WrbckData_a
	 } forward_srca_sel_exe_t;
	typedef enum logic [1:0] { 
		RtExe, ALUoutDm_b, WrbckData_b
	 } forward_srcb_sel_exe_t;
endpackage
module adder (
        input logic [31:0] a, b,
        input logic 	   cin,
        output logic [31:0] sum
    );
assign sum = a + b + {31'b0, cin};
endmodule
module alu (input logic [31:0] a, b,
			input logic [4:0] shamt,
            input logic [3:0] alu_ctrl,
			input logic is_mul,
            output logic [31:0] c,
            output logic eq, lt, overflow);
localparam ALU_ADD  = 4'b0000;
localparam ALU_ADDU = 4'b0001;
localparam ALU_SUB  = 4'b0010;
localparam ALU_SUBU = 4'b0011;
localparam ALU_AND  = 4'b0100;
localparam ALU_OR   = 4'b0101;
localparam ALU_XOR  = 4'b0110;
localparam ALU_NOR  = 4'b0111;
localparam ALU_SLT  = 4'b1000;
localparam ALU_SLTU = 4'b1001;
localparam ALU_SLL  = 4'b1010;
localparam ALU_SLLV = 4'b1011;
localparam ALU_SRL  = 4'b1100;
localparam ALU_SRLV = 4'b1101;
localparam ALU_SRA  = 4'b1110;
localparam ALU_SRAV = 4'b1111;
logic is_sub, adder_cin;
assign is_sub    = (alu_ctrl == ALU_SUB) || (alu_ctrl == ALU_SUBU);
assign adder_cin = is_sub ? 1'b1 : 1'b0;
logic [31:0] adder_b;
assign adder_b = is_sub ? ~b : b;
logic [31:0] adder_sum;
adder i_adder(
.a(a), .b(adder_b),
.cin(adder_cin), .sum(adder_sum));
logic signed_overflow;
assign signed_overflow = (a[31] == b[31]) && (a[31] != adder_sum[31]);
logic cmp_is_signed;
assign cmp_is_signed = (alu_ctrl == ALU_SLT || alu_ctrl == ALU_SUB);
logic cmp_lt;
comparator i_comparator(
.a(a), .b(b), .is_signed(cmp_is_signed), .lt(cmp_lt)
);
assign lt = cmp_lt;
assign eq = (adder_sum == 32'b0);
always_comb begin
    overflow = 1'b0;	 
	if (is_mul)		c = a * b;
	else begin
		case (alu_ctrl)
			ALU_ADD:  begin
				c        = adder_sum;
				overflow = signed_overflow;
				end
			ALU_ADDU: c = adder_sum;
			ALU_SUB: begin
				c        = adder_sum;
				overflow = signed_overflow;
			end
			ALU_SUBU: begin
				c        = adder_sum;
			end
			ALU_SLT, ALU_SLTU:	c = {31'b0, cmp_lt};
			ALU_SLL : c = b << shamt;
			ALU_SLLV: c = b << a[4:0];
			ALU_SRL : c = b >> shamt;
			ALU_SRLV: c = b >> a[4:0];
			ALU_SRA : c = $signed(b) >>> shamt;
			ALU_SRAV: c = $signed(b) >>> a[4:0];
			ALU_AND : c = a & b;
			ALU_OR  : c = a | b;
			ALU_NOR : c = ~(a | b);
			ALU_XOR : c = a ^ b;
			default : c = 32'b0;
		endcase
	end
end
endmodule
module comparator (
	input  logic [31:0] a, b,
	input  logic is_signed,
	output logic lt
);
	assign lt  = is_signed ? ($signed(a) < $signed(b)) : (a < b);
endmodule
File: run.sh
#!/bin/bash
# OpenROAD 26Q1-2900-gdf79404cd8, Yosys 0.63+post, stock flow scripts
make -C /OpenROAD-flow-scripts/flow DESIGN_CONFIG=/design/flow/config.mk WORK_HOME=/design/flow/orfs finish
==> flow_metrics.env <==
# physical design summary
export IMPL_ys_sh_simple_pct=17.2
export IMPL_dieHeight_um=296
export IMPL_status="finished, final reports clean"
export IMPL_post_cts_resized=0
export IMPL_wl_met3_um=16300
export IMPL_ys_sh_xor_pct=5.85
export IMPL_dp_hpwl_um=114000
export IMPL_report_final_hold_viol_count=0
export IMPL_grt_pass1_vias=26600
export IMPL_via_per_inst=5.74
export IMPL_placed_cell_area_sq_um=28800
export IMPL_max_freq_mhz=55.3
export IMPL_drc=0
export IMPL_critPathBufInv=9
export IMPL_routedWlPerCell_um=31.9
export IMPL_core_sq_um=85300
export IMPL_slew_viol_final=0
export IMPL_layout_setup_ws_ns=4.13
export IMPL_wl_met1_um=57800
export IMPL_antenna_found_initial=10
export IMPL_finalSetupViolations=0
export IMPL_fin_crit_ns=18.07
export IMPL_post_place_ws_ns=4.27
export IMPL_fin_crit_sh_pct=81.4
export IMPL_grt_pass1_wl_um=206000
export IMPL_cap_viol_max_count=0
export IMPL_syn_area_per_cell_sq_um=7.62
export IMPL_ys_warn_count=1
export IMPL_cts_hold_buffers=0
export IMPL_ys_sh_adder_pct=43.6
export IMPL_numPortBuffers=109
export IMPL_worstSetupStartpointType="input pin"
export IMPL_critPathTopFamily="adder cells"
export IMPL_hold_class="in2out"
export IMPL_synth_cell_types=84
export IMPL_yosys_area_share_aoi_pct=17.4
export IMPL_syn_area_sq_um=25900
export IMPL_fin_cells=4604
export IMPL_leakagePower_nw=13.4
export IMPL_dr_pass1_iters=6
export IMPL_top_layer_used="met5"
export IMPL_routabilityCongestion=1.08
export IMPL_drive_gt1_share_pct=6.51
export IMPL_cts_setup_buffers=0
export IMPL_powerDensity_nw_per_um2=280
export IMPL_dp_cells=4598
export IMPL_ys_cells=3400
export IMPL_cpMostUsedCell="fa_1"
export IMPL_required_ns=17.76
export IMPL_logic_family="adder cells"
export IMPL_relSlewSlack_pct=23.1
export IMPL_power_total_mw=8.07
export IMPL_worstPathArrival_ns=13.63
export IMPL_crit_type="in2out"
export IMPL_fp_util_pct=30.4
export IMPL_die_area_sq_um=87500
export IMPL_syn_inst=3400
export IMPL_intPower_mw=3.29
export IMPL_dr_wl_met2_um=62000
export IMPL_seq_cells=0
export IMPL_first_iter_violations=2212
export IMPL_fin_util_pct=33.8
export IMPL_endpoint_kind="output pin"
export IMPL_area_growth_syn_to_layout_pct=11.4
export IMPL_fin_area_sq_um=28800
export IMPL_die_width_um=296
export IMPL_routed_wl_um=147000
export IMPL_slowest_stage="clkdlybuf4s50_1"
export IMPL_path_max_fanout=22
export IMPL_rsz0062_at_grt="no"
export IMPL_regArea_sq_um=0
export IMPL_log_warning_count=96
export IMPL_ys_sh_mux_pct=5.84
export IMPL_ys_seq_share_pct=0
export IMPL_ir_worst_vdd_v=0.000491
export IMPL_grt_use_total_pct=35.1
export IMPL_std_cell_rows=107
export IMPL_switching_power_mw=4.78
export IMPL_yosysChipArea_sq_um=25900
export IMPL_route_vias_total=26400
export IMPL_drtAntennaViolNets=0
export IMPL_hold_ws_ns=10.01
export IMPL_p_sw_share_pct=59.3
export IMPL_finalSetupTns_ns=0
export IMPL_clock_buffers=0
export IMPL_io_pins=109
export IMPL_tightest_slew_ns=1.15
export IMPL_grt_overflow=0
export IMPL_grt_max_degree=49
export IMPL_timing_critical_path_slowest_cell_delay_ns=0.57
[cells in the mapped netlist, drive strengths merged, types with 8 or more instances]
cell     number  area share [%]
o221ai        9            0.30
a22oi        38             1.2
o21a         13            0.38
nor2b        10            0.24
a221oi       26            0.88
fa          409              32
nand2b       22            0.53
o21ai       119             2.3
a2111oi      13            0.54
o22ai        31            0.75
a21o         38             1.1
clkinv       19            0.28
o211ai       33            0.96
a21oi       189             3.7
mux2i       120             4.7
a211o         9            0.30
nand3        50            0.97
and2         12            0.29
nor2        451             6.5
ha          249              12
buf          60             1.0
a22o          8            0.27
a211oi       46             1.4
a31oi        24            0.58
inv         452             6.6
nor3         38            0.73
a221o        11            0.43
nor4         15            0.36
nand4        11            0.27
o31ai        12            0.35
nand2       412             6.0
xnor2       134             4.5
and3         13            0.31
mux2         13            0.57
clkbuf      155             2.2
xor2         39             1.3
[power groups by stage]
stage	Combinational (mW)	Sequential [mW]	Clock (mW)
5_1_grt	8.67	0	0
4_1_cts	8.04	0	0
[path summary, 6_finish.rpt]
path | depth (start not counted) | end | start
max | 27 | c[31] | b[6]
min | 5 | c[24] | is_mul
[area by class of cell]
type	instances	area, sq um
fillers	9091	56400
repair buffers	269	2280
inverters	471	1770
well taps	1144	1430
multi-input cells	2714	23400
diodes	6	15.0
[layer usage]
| layer | up-vias | global-route usage [%] |
|---|---|---|
| met5 | - | 1.88 |
| met4 | 13 | 20.2 |
| met3 | 385 | 12.7 |
| met2 | 1581 | 50.2 |
| met1 | 13100 | 46.1 |
| li1 | 11300 | - |
[cell families after synthesis]
family	Yosys count
mux	140
compound gates	676
fa+ha+maj	658
simple gates	1067
buf+inv	686
xor+xnor	173
[cell usage in the layout (no fill, tap or decap), types with 31 or more instances in the layout]
cell	n
o21ai_0	115
o211ai_1	33
clkdlybuf4s50_1	106
a21oi_1	185
fa_1	409
ha_1	249
nand3_1	50
nor2_1	450
mux2i_1	115
xnor2_1	134
buf_4	160
nor3_1	38
a22oi_1	37
a21o_1	38
inv_1	445
o22ai_1	31
a211oi_1	44
nand2_1	411
xor2_1	39
